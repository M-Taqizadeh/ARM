`./config.mk`:
```
export PLATFORM = sky130hd
export DESIGN_NAME = PC
export DESIGN_NICKNAME = PC
export VERILOG_FILES = /design/flow/design.v
export SDC_FILE = /design/flow/constraint.sdc
export NUM_CORES = 4
export LEC_CHECK = 1
export CORE_AREA = 10 10 98 98
export DIE_AREA = 0 0 108 108
```
`./constraint.sdc`:
```
current_design PC

set clk_period 1.0
set clk_io_pct 0.2

create_clock -name clk0 -period $clk_period [get_ports {clk}]

set non_clock_inputs [all_inputs -no_clocks]
set_input_delay [expr $clk_period * $clk_io_pct] -clock clk0 $non_clock_inputs
set_output_delay [expr $clk_period * $clk_io_pct] -clock clk0 [all_outputs]
```
`./design.v`:
```
module PC (clk, rst, pc_in, freeze, pc_out);
  input [31:0] pc_in;
  input rst, clk, freeze;
  output reg[31:0] pc_out;
  always @(posedge clk, posedge rst)
  begin
	if (rst)
		pc_out <= 32'd0;
	else if (freeze == 1'b0)
      pc_out <= pc_in;
  end
endmodule
```
`./run.sh`:
```
#!/bin/bash
# OpenROAD 26Q1-2900-gdf79404cd8, Yosys 0.63+post, stock flow scripts
make -C /OpenROAD-flow-scripts/flow DESIGN_CONFIG=/design/flow/config.mk WORK_HOME=/design/flow/orfs finish
```
==> results.ini <==
[critical_path]
max_stage_delay_ns=0.38
worst-path-max-fanout=2
cp_data_arrival_time_ns=0.79
cp_data_required_time_ns=0.80
cp_slowest_cell=dfrtp_1
start_kind=flip-flop
ff2ff_setup_slack_ns=0.02
path_buffers=1
crit-reg2reg-capture=pc_out[1]
cp_cell_sequence=buf_2
path_delay_family=flip-flops
worstSetupPathType=flip-flop to output pin
reg2reg_from=pc_out[1]
rr_worst_depth=3
crit_path_end_kind=output pin

[power]
power_leakage_uw=0.00108
total_power_uw=3520
vdd_drop_max_mv=0.563
powerDensity_nw_per_um2=1570

[grt]
first_global_vias=998
grt_max_degree=33
grt_pass1_wl_um=5720
overflow=0
grt_use_total_pct=6.15
antenna_found_initial=0

[route]
drt_iter0_drc=35
postRouteAntennaNets=0
via_count=885
wl_per_cell_um=13.6
viasPerCell=3.35
drc=0
drtPass1Iterations=2
routed_wl_um=3590
antenna_cells=0

[synth]
ys_cells=69
syn_inst=69
synthTopCellsByArea=dfrtp_1, mux2_4, buf_12
synthSimpleGateAreaFrac_pct=0
syn_avg_cell_area_um2=19.5
syn-cell-area_um2=1350
logic_family=multiplexers
seq_area_frac_synth_pct=59.4
yosysUniqueCellTypes=6
yosysTopAreaCell=dfrtp_1
xor_area_share_pct=0
mux_area_share_pct=35.1
fa_ha_area_share_pct=0
ys_chip_area_um2=1350
synth-seq-cells=32
ys_sh_aoi_pct=0
yosysTopAreaCellShare_pct=59.4
yosysWarnings=1

[cells_and_area]
layout_top_cell=clkdlybuf4s50_1
largest_reg_flops=32
areaGrowthSynthToFinish_pct=65.9
register_area_um2=801
top_register=pc_out
num-fill-cells=775
largestRegisters=pc_out (32)
drive_above_1_share_pct=59.3
comb_area_um2=473
lay_top_cells=clkdlybuf4s50_1, buf_2, dfrtp_1, mux2_4, buf_4

[placed_design]
place.gp.congestion=0.715
pre_cts_ws_ns=-0.0233
portBuffers=66
dpl.hpwl_um=2580

[floorplan]
fp.dieH_um=108
die_w_um=108
die-area_um2=11700
core_um2=7650
fp_util_pct=17.6
rows=32
io_pins=67

[clock_tree]
htreeDepth=2
clock-root-buffer=clkbuf_8
clock_latency_ns=0.27
cts_buffer_depth=2
cts_sinks=32
clk_pin_slew_worst_paths_ns=0.07
holdBufCountCts=0
tritoncts=yes
cts_made_buffers=5

[outcome]
outcome=complete, no violations

[timing]
setup_ws_ns=0.0140
clock_skew_ns=0
finalSetupViolCount=0
timing.slew.headroom_pct=87.4
slew_violations=0
min_period_ns=0.986
clock.fmax_mhz=1010
rsz0062_at_grt=yes
hold_viol=0
fin_crit_sh_pct=98.6
final.setup.tns_ns=0
tightest_slew_ns=0.189

[flow_run]
maxCapViolCount=0
warning_count=27

[worst_hold_path]
worstHoldPathType=primary input to async pin

cell families after synthesis:
logic type and after synthesis:
mux 32, flops 32, buf+inv 5
report_power, final:
part	internal (µW)	leakage [µW]	switching, µW
combinational	494	0.000644	168
sequential	1420	0.000374	59.9
clock	880	0.0000645	495
layer usage:
layer / share of wire, % / vias up / GRT usage [%]
li1: - / 420 / -
met1: 46 / 429 / 8.70
met2: 47 / 32 / 9.44
met3: 5.1 / 4 / 1.39
met4: 2.0 / 0 / 1.43
met5: 0 / - / 0
stage by stage:
stage          hold slack, ns  utilization [%]  instances  area, µm²
6_report                0.279             29.3        264       2240
5_1_grt                 0.311             29.3        264       2240
4_1_cts                 0.271             28.5        256       2180
3_5_place_dp            0.494             28.2        241       2160
3_3_place_gp            0.491             28.2        241       2160
2_1_floorplan           0.316                -         69       1350
cell usage after synthesis:
master / instances
mux2_2: 2
buf_6: 1
mux2_4: 30
dfrtp_1: 32
inv_1: 1
buf_12: 3
worst max-delay path by stage:
| stage | start | to | slack [ns] | depth (start not counted) |
|---|---|---|---|---|
| 5_1_grt | pc_out[8] | pc_out[8] | -0.03 | 1 |
| 4_1_cts | pc_out[1] | pc_out[1] | -0.07 | 1 |
| 6_report | pc_out[17] | pc_out[17] | 0.01 | 1 |
cell type report:
type                    count  share of cell area, %
clock buffers               7                   4.31
clock inverters             1                   1.34
inverters                   1                  0.168
multi-input cells          32                   21.1
flip-flops and latches     32                   35.8
well taps                 102                   5.70
repair buffers             89                   31.5
timing repair:
| item | 4_1_cts | 5_1_grt |
|---|---|---|
| gates cloned | 0 | 0 |
| pin swaps | 0 | 0 |
| endpoints found under the setup margin | 32 | 30 |
| gates resized | 96 | 1 |
| buffers inserted | 7 | 8 |
No activity file was given, so power comes from the tool's default toggle rates.
